`run.sh`:
```
#!/bin/bash
# OpenROAD 26Q1-2900-gdf79404cd8, Yosys 0.63+post, stock flow scripts
make -C /OpenROAD-flow-scripts/flow DESIGN_CONFIG=/design/flow/config.mk WORK_HOME=/design/flow/orfs finish
```
`design.v`:
```
`timescale 1ns / 1ps 
module rom(
        input clk,
        input cs_n,
        input [2:0] addm,
        output [7:0] dout
);
        reg [7:0]dout;
        reg[7:0]rom[7:0];
        initial begin
            rom[0] = 8'd0;
            rom[1] = 8'd1;
            rom[2] = 8'd2;
            rom[3] = 8'd4;
            rom[4] = 8'd8;
            rom[5] = 8'd16;
            rom[6] = 8'd32;
            rom[7] = 8'd64;
        end                                                           
        always@(posedge clk)
            begin
                if (cs_n) begin
                    dout <= 8'bz;
                end
                else dout <= rom[addm];
            end                                                          
endmodule                                                          
```
`config.mk`:
```
export PLATFORM = sky130hd
export DESIGN_NAME = rom
export DESIGN_NICKNAME = rom
export VERILOG_FILES = /design/flow/design.v
export SDC_FILE = /design/flow/constraint.sdc
export NUM_CORES = 4
export LEC_CHECK = 1
export CORE_AREA = 10 10 70 70
export DIE_AREA = 0 0 80 80
```
`constraint.sdc`:
```
current_design rom

set clk_period 1.0
set clk_io_pct 0.2

create_clock -name clk0 -period $clk_period [get_ports {clk}]

set non_clock_inputs [all_inputs -no_clocks]
set_input_delay [expr $clk_period * $clk_io_pct] -clock clk0 $non_clock_inputs
set_output_delay [expr $clk_period * $clk_io_pct] -clock clk0 [all_outputs]
```
==> Slide: Implementation Results <==
Flow Results at a Glance

CTS
  – Clk buf depth: 2
  – Count of clock tree sinks: 7
  – Num CTS Buffers: 3
  – CTS hold repair buffers: 0
  – H-tree levels: 1
  – Setup fix buffers added after clock tree synthesis: 0
  – Post-CTS sizing: 7
  – TritonCTS clock tree: built
  – Root Driver: clkbuf_4
  – Worst-path clk slew: 50 ps

Job
  – Maximum Capacitance Violations: 0
  – Log Warnings: 26

Placed design
  – Placer's final routability congestion estimate: 0.6484
  – Cell total after placement: 71
  – Number of input and output port buffers inserted: 10

Logic synthesis
  – Synthesized instance count: 16
  – Post-synth design cell area: 211.5 um^2
  – Portion of the post-synthesis area used by sequential elements: 66.27%
  – Count of warnings emitted by yosys: 2
  – Number of distinct library cell variants in the gate-level netlist after synthesis: 6
  – Cell total in the yosys stat output: 16
  – Mean post-synth cell area: 13.22 um^2
  – Flops out of synthesis: 7
  – Yosys-reported design area after synthesis: 211.5 um^2

Finish
  – Fraction of layout instances using a drive strength above 1: 24.14%
  – Largest regs: dout (7)
  – Register name with the most flops: dout
  – Post-route non-filler standard cell count: 75
  – Number of fillers in the final layout: 406
  – Area taken by flip-flops and latches: 140.1 um^2
  – Area of the multi-input gates: 63.81 um^2
  – Flip-flop count of the largest register, all copies and words added: 7
  – Commonest cells after routing, fill and taps aside: dfxtp_1, dlygate4sd2_1
  – Area grow syn2layout: 79.29%

Floorplan
  – Horizontal extent of the die: 80 um
  – Height of the die: 80 um
  – Placeable core region: 0.003416 mm^2
  – Init Core Util: 6.190%
  – # IOs: 13
  – Floorplan row count: 21
  – Area enclosed by the die boundary: 0.006400 mm^2

Timing
  – Upper clock frequency limit: 1032 MHz
  – Unrepaired setup endpoints after global routing: false
  – Number of pins exceeding their max-slew limit in the final report: 0
  – Cycle use final: 96.86%
  – Time the final worst path needs with I/O delays and setup: 968.6 ps
  – Setup-failing EPs final: 0
  – Final Hold Viols: 0

Pwr
  – Sum of internal, switching and leakage power: 579.0 uW
  – Static Leak: 0.1688 nW
  – Power Dens Cells: 1527 mW/mm^2
  – Worst ir drop on vdd: 159.9 uV

Hold path
  – Cell count of the worst hold path: 2
  – Hold Crit Class: in2reg

Global route
  – Number of global-route vias before repair: 157
  – Total Routing Usage GR: 1.136%
  – Number of antenna violations at the first check in global routing: 0
  – Largest net degree at the start of global routing: 8
  – Global-route wire length before repair: 600 um
  – Residual overflow from global routing: 0

Detailed routing
  – Remaining antenna violation count after routing: 0
  – WL final: 419 um
  – Ant. Diodes: 0
  – Via count of the routed design: 164
  – Mean routed wirelength per cell: 5.587 um
  – Length of the first detailed-routing pass in iterations: 1
  – Starting DRT DRC Count: 0
  – Via-to-Cell Ratio: 2.187
  – DR DRC count: 0

Setup path
  – Path length in cells of the critical path: 1
  – Stage delay of the slowest cell on the critical path: 290 ps
  – CP Launch Type: flip-flop
  – Critical path cell sequence: dlygate4sd2_1
  – Largest delay contributor family on the critical path: flip-flops
  – Worst-path fanout max: 1
  – Standard cell with the maximum stage delay on the critical path: dfxtp_1
  – Required time of the critical path: 800 ps
  – Worst Setup Path Type: reg2out
  – Worst Path Arrival: 770 ps
  – Crit end category: output port
  – Sum of buffers and inverters on the critical path: 1

Outcome
  – Status: completed
==> cell type report <==
class	count	area share, %
flip-flops and latches	7	36.96
repair buffers	10	24.09
multi-input cells	8	16.83
well taps	46	15.18
clock buffers	4	6.931
==> worst paths after layout <==
path | start | to | slack [ps]
max | dout[1] | dout[1] | 30
min | addm[1] | dout[0] | 620
==> report_power, final <==
part	total [mW]	internal (mW)	switching [mW]
logic	0.0415	0.0290	0.0125
registers	0.293	0.291	0.00201
clock network	0.245	0.152	0.0930
==> synth_stat cells <==
master	number	share of area [%]
and3_2	1	3.6
and3b_2	3	14
buf_4	1	3.6
nor3b_1	3	11
conb_1	1	1.8
dfxtp_1	7	66
==> metrics by stage <==
stage          area, um^2  util (%)  setup slack [ps]  hold WS (ps)  TNS (ps)
2_1_floorplan       211.5         -             506.5         275.1         0
3_3_place_gp        361.6     10.59            -101.2         877.1    -447.1
3_5_place_dp        361.6     10.59            -100.8         873.4    -441.9
4_1_cts             379.1     11.10             21.85         622.1         0
5_1_grt             379.1     11.10             4.006         681.0         0
6_report            379.1     11.10             31.36         619.5         0
==> logic make-up after synthesis <==
logic type	after synthesis	share of synthesized area [%]
other cells	1	1.773
flops	7	66.27
buf+inv	1	3.552
simple gates	7	28.40
==> layer usage <==
layer	up-vias	global-route usage [%]	routed length, um
met3	5	0.9091	126
li1	77	-	-
met2	15	1.525	106
met4	0	0.8803	31
met1	67	1.133	154
met5	-	0	0
Power and IR drop assume default switching activity.
