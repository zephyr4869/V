`design/flow/design.v`:
```
module fifo(clk,rst_n,write_en,read_en,data_in,empty,full,data_out);
input clk;
input rst_n;
input write_en;
input read_en;
input [7:0] data_in;
output empty;
output full;
output  reg [7:0] data_out;
reg [7:0] data  [0:15];
reg [4:0] wr_point;
reg [4:0] rd_point;
wire [4:0] wr_gray_point;
wire [4:0] rd_gray_point;
assign wr_gray_point = wr_point ^ (wr_point>>1);
assign rd_gray_point = rd_point ^ (rd_point>>1);
assign empty = (wr_gray_point == rd_gray_point) ? 1 : 0;
assign full =  (wr_gray_point[2:0] == rd_gray_point[2:0]
                && wr_gray_point[4] == !rd_gray_point[4]
                && wr_gray_point[3] == !rd_gray_point[3] ) ? 1 : 0 ;
always@(posedge clk or negedge rst_n)
if(!rst_n)
        wr_point <= 5'b0_0000;
else if (write_en && !full)
        begin
        if(wr_point < 5'b1_1111)
        wr_point <= wr_point + 1'b1;
        else
        wr_point <= 5'b0_0000;
        end
else
        wr_point <= wr_point;
always@(posedge clk or negedge rst_n)
if(!rst_n)
        rd_point <= 5'd0;
else if (read_en && !empty)
        begin
        if(rd_point <5'b1_1111)
        rd_point <= rd_point + 1'b1;
        else
        rd_point <= 5'b0_0000;
        end
else
        rd_point <= rd_point;
always@(posedge clk)
if(write_en && !full)
data[wr_point] <= data_in;
else
data[wr_point] <= data[wr_point];
always@(posedge clk or negedge rst_n)
if(!rst_n)
data_out <= 8'h00;
else if(read_en && !empty)
data_out <= data[rd_point];
else
data_out <= 8'h00;
endmodule
```
`design/flow/run.sh`:
```
#!/bin/bash
# OpenROAD 26Q1-2900-gdf79404cd8, Yosys 0.63+post, stock flow scripts
make -C /OpenROAD-flow-scripts/flow DESIGN_CONFIG=/design/flow/config.mk WORK_HOME=/design/flow/orfs finish
```
`design/flow/config.mk`:
```
export PLATFORM = sky130hd
export DESIGN_NAME = fifo
export DESIGN_NICKNAME = fifo
export VERILOG_FILES = /design/flow/design.v
export SDC_FILE = /design/flow/constraint.sdc
export NUM_CORES = 4
export LEC_CHECK = 1
export CORE_UTILIZATION = 30
```
`design/flow/constraint.sdc`:
```
current_design fifo

set clk_period 8.2
set clk_io_pct 0.2

create_clock -name clk0 -period $clk_period [get_ports {clk}]

set non_clock_inputs [all_inputs -no_clocks]
set_input_delay [expr $clk_period * $clk_io_pct] -clock clk0 $non_clock_inputs
set_output_delay [expr $clk_period * $clk_io_pct] -clock clk0 [all_outputs]
```
==> flow_summary.html <==
<!-- implementation run metrics -->
<table>
<tr><th>Metric</th><th>Value</th></tr>
<tr><th colspan="2">Run status</th></tr>
<tr><td>Result of the run</td><td>finished, final reports clean</td></tr>
<tr><th colspan="2">Placement</th></tr>
<tr><td>HPWL reported at the end of detailed placement</td><td>7.12 mm</td></tr>
<tr><td>Gpl congestion</td><td>0.860</td></tr>
<tr><td>IO buf count</td><td>21</td></tr>
<tr><th colspan="2">GRT</th></tr>
<tr><td>Total global-route track usage</td><td>12.9%</td></tr>
<tr><td>Wire length of the first global-routing pass</td><td>18.2 mm</td></tr>
<tr><td>Vias in the first global route</td><td>3200</td></tr>
<tr><td>Overflow left after global routing</td><td>0</td></tr>
<tr><td>Initial antenna violation count</td><td>0</td></tr>
<tr><td>Pin count of the biggest net entering global routing</td><td>31</td></tr>
<tr><th colspan="2">Clocking</th></tr>
<tr><td>Clock transition at the registers of the reported paths</td><td>0.05 ns</td></tr>
<tr><td>Maximum buffer depth of the clock tree</td><td>2</td></tr>
<tr><td>Cts repair resizes</td><td>0</td></tr>
<tr><td>Number of buffers inserted during clock tree synthesis</td><td>17</td></tr>
<tr><td>H-tree depth reported by CTS</td><td>4</td></tr>
<tr><td>Hold_buf cts</td><td>0</td></tr>
<tr><td>Number of clock sinks</td><td>146</td></tr>
<tr><td>Clock tree from TritonCTS</td><td>done</td></tr>
<tr><td>Post-CTS Setup Repair Bufs</td><td>0</td></tr>
<tr><td>Root Driver</td><td>sky130_fd_sc_hd__clkbuf_16</td></tr>
<tr><td>Later-pin clock latency in the skew report</td><td>0.41 ns</td></tr>
<tr><th colspan="2">Floorplanning</th></tr>
<tr><td>Number of top-level design ports</td><td>22</td></tr>
<tr><td>Placeable core area</td><td>19500 sq um</td></tr>
<tr><td>Chip Height</td><td>143 um</td></tr>
<tr><td>Horizontal die dimension</td><td>143 um</td></tr>
<tr><td>Cell row count</td><td>51</td></tr>
<tr><td>Pre-Place Util</td><td>30.6%</td></tr>
<tr><td>Chip area</td><td>20500 sq um</td></tr>
<tr><th colspan="2">Critical path</th></tr>
<tr><td>Critical Path Sink Type</td><td>output pin</td></tr>
<tr><td>Ordered cell list for the critical path</td><td>buf_4 &gt; ha_1 &gt; xnor2_1 &gt; nand3_1 &gt; nor3_1 &gt; clkdlybuf4s50_1</td></tr>
<tr><td>Critical Path Max Stage Delay</td><td>0.69 ns</td></tr>
<tr><td>Library cell contributing the largest single delay on the critical path</td><td>sky130_fd_sc_hd__dfrtp_2</td></tr>
<tr><td>Worst endpoint data arrival time</td><td>3.28 ns</td></tr>
<tr><td>Startpoint Class</td><td>flip-flop</td></tr>
<tr><td>Required @ worst endpoint</td><td>6.56 ns</td></tr>
<tr><td>Setup CP Type</td><td>reg -&gt; out</td></tr>
<tr><td>Peak fanout along the critical path</td><td>18</td></tr>
<tr><th colspan="2">Final layout</th></tr>
<tr><td>Combined area of the multi-input logic cells</td><td>1560 sq um</td></tr>
<tr><td>Area growth from synthesis to final layout</td><td>17.5%</td></tr>
<tr><td>Share of cells above drive strength 1</td><td>19.7%</td></tr>
<tr><td>Most frequent logic cells in the routed design</td><td>sky130_fd_sc_hd__edfxtp_1 (128), sky130_fd_sc_hd__mux4_2 (28), sky130_fd_sc_hd__clkdlybuf4s50_1 (21)</td></tr>
<tr><td>Commonest Layout Cell</td><td>sky130_fd_sc_hd__edfxtp_1</td></tr>
<tr><td>Number of fill cells</td><td>1801</td></tr>
<tr><td>Storage cell area</td><td>4300 sq um</td></tr>
<tr><th colspan="2">STA</th></tr>
<tr><td>Relative max-transition margin</td><td>61.0%</td></tr>
<tr><td>Max-slew violation count</td><td>0</td></tr>
<tr><td>Setup TNS</td><td>0 ns</td></tr>
<tr><td>Setup violators final</td><td>0</td></tr>
<tr><td>Maximum frequency from static timing analysis</td><td>203 MHz</td></tr>
<tr><td>Final critical-path share of the clock period</td><td>60.0%</td></tr>
<tr><td>Post-layout minimum cycle time</td><td>4.92 ns</td></tr>
<tr><td>Unrepaired setup endpoints after global routing</td><td>false</td></tr>
<tr><td>Number of endpoints with negative hold slack in the final report</td><td>0</td></tr>
<tr><td>Clock Skew</td><td>0.00594 ns</td></tr>
<tr><td>Slew at the pin with the worst max-slew slack</td><td>0.583 ns</td></tr>
<tr><th colspan="2">Route</th></tr>
<tr><td>Count of unresolved DRC violations after routing</td><td>0</td></tr>
<tr><td>Total antenna diodes in the routed design</td><td>0</td></tr>
<tr><td>Vias after detailed routing</td><td>2945</td></tr>
<tr><td>Number of iterations in the first detailed-routing pass</td><td>4</td></tr>
<tr><td>Vias per cell</td><td>4.75</td></tr>
<tr><td>Initial detailed-routing violation count</td><td>178</td></tr>
<tr><td>Average detailed-routed wire length per instance</td><td>18.3 um</td></tr>
<tr><td>Total Routed Length</td><td>11.4 mm</td></tr>
<tr><td>Number of antenna-violating nets in the routed design</td><td>0</td></tr>
<tr><th colspan="2">Power</th></tr>
<tr><td>Pwr Density</td><td>353 nW/um^2</td></tr>
<tr><td>Maximum ir drop on the vdd rail</td><td>0.200 mV</td></tr>
<tr><td>Cell leakage power</td><td>2.38 nW</td></tr>
<tr><td>Post-layout power</td><td>2.48 mW</td></tr>
<tr><th colspan="2">Logic synthesis</th></tr>
<tr><td>Syn_area_per_cell</td><td>19.4 sq um</td></tr>
<tr><td>Part of the Yosys area used for sequential elements</td><td>71.8%</td></tr>
<tr><td>Syn Std Cell Area</td><td>5980 sq um</td></tr>
<tr><td>Post-synthesis chip area from yosys</td><td>5980 sq um</td></tr>
<tr><td>Fraction of synthesis flops using an asynchronous set or reset pin</td><td>12.3%</td></tr>
<tr><td>Post-synthesis cell count</td><td>308</td></tr>
<tr><td>Post-synthesis register bit count</td><td>146</td></tr>
<tr><td>Post-synth tally of flip-flops with integrated enable</td><td>128</td></tr>
<tr><td>Cell total in the yosys stat output</td><td>308</td></tr>
<tr><td>Syn. warnings</td><td>1</td></tr>
<tr><td>Dominant register cell in the synthesized netlist</td><td>sky130_fd_sc_hd__edfxtp_1</td></tr>
<tr><td>Count of different cell masters after synthesis</td><td>39</td></tr>
<tr><th colspan="2">Min path</th></tr>
<tr><td>Type of the tightest min-delay check</td><td>reg -&gt; reg</td></tr>
<tr><th colspan="2">Flow run</th></tr>
<tr><td>Total number of warnings across the stage logs</td><td>31</td></tr>
<tr><td>Number of max-capacitance violations reported</td><td>0</td></tr>
</table>
==> metrics by stage <==
step	area [sq um]	instances	hold slack (ns)	utilization [%]	setup slack, ns
2_1_floorplan	5980	308	0.560	-	5.09
3_3_place_gp	6470	588	0.601	33.1	3.70
3_5_place_dp	6470	588	0.615	33.1	3.66
4_1_cts	7020	620	0.621	36.0	3.22
5_1_grt	7020	620	0.657	36.0	3.02
6_report	7020	620	0.623	36.0	3.28
==> state kept, by name, indices dropped and copies added (netlist names) <==
register / flops
data_out: 8
wr_point: 5
data: 128
rd_point: 5
==> kinds of logic (layout without fill, tap and decap cells) <==
group / count (synthesis) / count (layout) / synth area share, %
compound gates: 29 / 29 / 3.79
xor+xnor: 7 / 7 / 1.28
fa+ha+maj: 14 / 14 / 2.93
buf+inv: 20 / 67 / 2.05
flops: 146 / 146 / 71.8
mux: 36 / 36 / 13.0
simple gates: 56 / 56 / 5.11
==> final cells by class <==
type,instances,share of cell area (%)
inverter,9,0.481
multi-input combinational,142,22.2
sequential,146,61.2
clock buffer,26,7.11
clock inverter,6,0.766
tap,265,4.72
timing repair buffer,26,3.53
==> Yosys cell counts (2+ instances only) <==
cell type	count	area [sq um]
sky130_fd_sc_hd__edfxtp_1	128	3840
sky130_fd_sc_hd__mux4_2	28	631
sky130_fd_sc_hd__dfrtp_1	18	450
sky130_fd_sc_hd__and3_1	17	106
sky130_fd_sc_hd__ha_1	14	175
sky130_fd_sc_hd__nand2_1	11	41.3
sky130_fd_sc_hd__o22ai_1	10	62.6
sky130_fd_sc_hd__inv_1	9	33.8
sky130_fd_sc_hd__nand3_1	7	35.0
sky130_fd_sc_hd__nor3_1	7	35.0
sky130_fd_sc_hd__a31oi_1	5	31.3
sky130_fd_sc_hd__xnor2_1	5	43.8
sky130_fd_sc_hd__a22oi_1	4	30.0
sky130_fd_sc_hd__buf_2	4	20.0
sky130_fd_sc_hd__mux4_1	4	105
sky130_fd_sc_hd__nor2_1	4	15.0
sky130_fd_sc_hd__buf_4	3	22.5
sky130_fd_sc_hd__a221oi_1	2	17.5
sky130_fd_sc_hd__buf_6	2	22.5
sky130_fd_sc_hd__mux2_2	2	22.5
sky130_fd_sc_hd__mux2i_1	2	20.0
sky130_fd_sc_hd__nand2b_1	2	12.5
sky130_fd_sc_hd__nor2b_1	2	12.5
sky130_fd_sc_hd__o2bb2ai_1	2	17.5
sky130_fd_sc_hd__xnor2_2	2	32.5
==> critical path: cells and delay by family (launching register included) <==
kind          cells  cell delay (ns)
buf+inv           2             0.97
flops             1             0.69
fa+ha+maj         1             0.33
simple gates      2             0.70
xor+xnor          1             0.17
==> path summary, 6_finish.rpt <==
check	startpoint	endpoint	slack, ns	cells past startpoint
max in group asynchronous	rst_n	rd_point[1]	6.39	2
worst max-delay path	rd_point[1]	full	3.28	6
worst max register to register	rd_point[1]	data[8][0]	4.99	6
worst min register to register	wr_point[4]	wr_point[4]	0.62	2
worst min-delay path	wr_point[4]	wr_point[4]	0.62	2
min in group asynchronous	rst_n	rd_point[0]	1.58	2
==> routing by layer <==
layer	vias up	track usage [%]	wire length, um
met5	-	1.75	48
met3	14	7.51	1240
li1	1337	-	-
met2	120	19.6	5410
met1	1472	17.0	4490
met4	2	1.58	160
==> where the power goes <==
group	switching, mW	leakage, nW	internal, mW
combinational	0.417	0.732	0.358
sequential	0.0704	1.38	0.922
clock	0.265	0.275	0.446
total	0.753	2.38	1.73
No activity file was given, so power comes from the tool's default toggle rates.
