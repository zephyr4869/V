### design.v
`timescale 1ns / 1ps 
module ram_single(
    input                               clk                        ,
    input [2:0] addm,
    input cs_n,
    input we_n,
    input [7:0] din,
    output [7:0] dout         
    );
reg [7:0] dout ;
reg [7:0]raml[7:0] ;     
    always @(posedge clk )           
        begin                                        
            if(cs_n)
                dout <= 8'bz;                               
            else if(we_n) 
            begin
                dout <= raml[addm];
            end                               
            else                   
            raml[addm] <=   din;                   
        end                                                                                                 
endmodule                                                          
### config.mk
export PLATFORM = sky130hd
export DESIGN_NAME = ram_single
export DESIGN_NICKNAME = ram_single
export VERILOG_FILES = /design/flow/design.v
export SDC_FILE = /design/flow/constraint.sdc
export NUM_CORES = 4
export LEC_CHECK = 1
export CORE_UTILIZATION = 40
### constraint.sdc
current_design ram_single

set clk_period 3.7
set clk_io_pct 0.2

create_clock -name clk0 -period $clk_period [get_ports {clk}]

set non_clock_inputs [all_inputs -no_clocks]
set_input_delay [expr $clk_period * $clk_io_pct] -clock clk0 $non_clock_inputs
set_output_delay [expr $clk_period * $clk_io_pct] -clock clk0 [all_outputs]
### run.sh
#!/bin/bash
# OpenROAD 26Q1-2900-gdf79404cd8, Yosys 0.63+post, stock flow scripts
make -C /OpenROAD-flow-scripts/flow DESIGN_CONFIG=/design/flow/config.mk WORK_HOME=/design/flow/orfs finish
==> run notes <==
run results: critical path data arrival time=2.74 ns, Static Leakage=1.16 nW, clk slew on worst S/H paths=0.07 ns, post-CTS sizing=0, row count=30, Clock Tree Buf Depth=2, FF-to-FF Start=raml[4][3]$_DFFE_PP_, TritonCTS clock tree=built, Placer Congestion=0.813, I/O pin cnt=22, clk_skew=0.00468 ns, via count=1448, crit path to=dout[3]$_DFFE_PP_, min Tclk post-route=2.65 ns, CORE AREA=6790 um^2, crit end category=flop, largest area contributor in the netlist=edfxtp_1, Clk pwr share=0.409, Synth Seq Share=0.767, die width=86.0 um, FF-to-FF End=dout[3]$_DFFE_PP_, Internal Power=1.43 mW, Worst R2R Setup Slack=2.25 ns, GRT Resource Usage Total=0.165, warnings from Yosys=2, Final Max-Slew Violation Tally=0, Util after Layout=0.503, headroom to the max-slew limit=0.536, RSZ-0062 raised after global routing=false, total clock sinks=72, Psw=326 uW, largest net degree at the start of global routing=20, most common logic cells in the final layout=edfxtp_1 (72), clkdlybuf4s50_1 (21), buf_4 (12), mux2_2 (9), clkbuf_8 (9), final hold viol count=0, top post-synthesis cells by area=edfxtp_1 (77%), mux4_1 (7.5%), mux2_2 (3.6%), period utilisation layout=0.716, Mapped Area=2820 um^2, CP cell instances=clkdlybuf4s50_1 -> buf_4 -> mux4_1 -> mux2_2, family with the most delay on the worst path=buffers and inverters, die y size=86.0 um, CP Class=in2reg, CTS root buf=clkbuf_8, Yosys cell types=28, Crit path depth=4, worst-margin pin slew=0.690 ns, first-pass GRT wire length=8090 um, clk latency of the worst-skew pair=0.34 ns, Place WS=0.705 ns, layout cells sized above 1=0.194, Total Neg Setup Slack=0 ns, DR WL/cell=18.3 um, CTS Hold Buffers Added=0, fin worst setup slack=1.05 ns, status=finished, final reports clean, CP Launch Type=input pin, HP Class=reg2reg, Bufs and invs on worst path=2, max-cap viol count=0, setup bufs post-CTS=0, Fmax=378 MHz, total wire length=5170 um, slowest CP cell=clkdlybuf4s50_1, cells in synth_stat.txt=146, ANT nets after route=0, final setup violating endpoints=0, Sw Ratio=0.186, DIE AREA=7390 um^2, R2R cell count=2, yosys synthesis chip area=2820 um^2, Peak supply drop=0.348 mV, Logic pwr share=0.059, Dominant cell area share=0.767, Worst Path Required=3.79 ns, Power per Cell Area=512 nW/um^2, Syn Inst Count=146, Critical Path Max Stage Delay=0.80 ns, Final HPWL DP=3400 um, vias per inst=5.13, antenna violations before repair=0, drt first-iter violations=105, H-tree Lvls=3, CP max FO=12, DRC=0, total grt overflow=0, FP Util=0.415, Worst Setup SP=addm[0], #FFs+latches synth=72, sequential share of power=0.531, Area Overhead vs Synth=21.3%, ANT cells=0, DRT Pass-1 Iters=4, warning total across the stage logs=25, mean area per synthesized cell=19.3 um^2, port buffer count=21, cts bufs inserted=9, vias in the first global route=1534, most numerous logic cell after layout=edfxtp_1
-- sequential cells by signal, indices dropped and copies added (netlist names) --
signal and count:
raml 64, dout 8
-- power groups by stage --
stage     combinational, mW  sequential, mW  clock (mW)
4_1_cts               0.105           0.932       0.734
5_1_grt               0.113           0.933       0.771
6_report              0.104           0.931       0.717
-- worst min-delay path by stage --
stage                           startpoint           endpoint  slack (ns)  cells past startpoint
after CTS             raml[5][6]$_DFFE_PP_  dout[6]$_DFFE_PP_        0.64                      2
after global routing  raml[5][6]$_DFFE_PP_  dout[6]$_DFFE_PP_        0.68                      2
final                 raml[5][6]$_DFFE_PP_  dout[6]$_DFFE_PP_        0.63                      2
-- stage by stage --
stage | std cells | area, um^2 | hold WS, ns | power [mW]
2_1_floorplan | 146 | 2820 | 0.579 | 0.995
3_3_place_gp | 266 | 3180 | 0.623 | 1.05
3_5_place_dp | 266 | 3180 | 0.624 | 1.05
4_1_cts | 282 | 3420 | 0.640 | 1.77
5_1_grt | 282 | 3420 | 0.676 | 1.82
6_report | 282 | 3420 | 0.627 | 1.75
-- cell type report --
type	count	area (um^2)
Inverter	1	3.75
Clock inverter	6	108
Sequential cell	72	2160
Multi-Input combinational cell	64	598
Clock buffer	10	128
Fill cell	526	3370
Tap cell	96	120
Timing Repair Buffer	33	300
-- worst min-delay path, cell delays in order, from the launching register on --
cell      delay (ns)
edfxtp_1        0.33
a31oi_1         0.07
o21ai_0         0.12
-- layer usage --
| layer | vias up | global-route usage | part of all wire |
|---|---|---|---|
| li1 | 660 | - | - |
| met1 | 707 | 0.242 | 0.41 |
| met2 | 75 | 0.222 | 0.44 |
| met3 | 6 | 0.124 | 0.14 |
| met4 | 0 | 0.0197 | 0.0095 |
| met5 | - | 0 | 0 |
-- kinds of logic after synthesis --
kind of cell           Yosys count  share of synthesized area
AND-OR/OR-AND                   15                     0.0346
AND/OR/NAND/NOR                 27                     0.0493
flip-flops                      72                      0.767
multiplexers                    22                      0.128
buffers and inverters           10                     0.0209
-- synthesized netlist by cell type --
library cell  number
clkbuf_1           1
nor3_1             2
nand2_1            7
edfxtp_1          72
nand2b_1           1
a21oi_1            2
nand3b_1           3
and4_1             1
and3_1             2
buf_2              5
a21o_1             1
o22ai_1            1
a31oi_1            2
a221o_1            1
buf_6              1
mux4_1             8
nor4_1             1
nor2_1             6
mux2i_1            5
nand3_1            2
buf_4              2
nor3b_1            1
mux2_2             9
a22oi_1            3
o21ai_0            4
inv_1              1
a22o_1             1
nor2b_1            1
Power is estimated from default activity; no workload was simulated.
